### flow/config.mk
export PLATFORM = sky130hd
export DESIGN_NAME = uart_core
export DESIGN_NICKNAME = uart_core
export VERILOG_FILES = /design/flow/design.v
export SDC_FILE = /design/flow/constraint.sdc
export NUM_CORES = 4
export LEC_CHECK = 1
export CORE_UTILIZATION = 30
### flow/design.v
module uart_core #(
    parameter CLK_FREQ = 50_000_000,    
    parameter BAUD     = 115200
)(
    input  logic       clk,
    input  logic       reset,
    input  logic       tx_start,
    input  logic [7:0] tx_data,
    output logic       tx_busy,
    output logic       tx_serial,
    input  logic       rx_serial,
    output logic [7:0] rx_data,
    output logic       rx_done
);
    localparam integer BAUD_DIV = CLK_FREQ / BAUD;
    logic [$clog2(BAUD_DIV)-1:0] tx_cnt;
    logic [3:0]                  tx_bit_idx;
    logic [9:0]                  tx_shift;
    always_ff @(posedge clk or posedge reset) begin
        if (reset) begin
            tx_cnt     <= 0;
            tx_bit_idx <= 0;
            tx_shift   <= 10'b1111111111;
            tx_busy    <= 0;
            tx_serial  <= 1;    
        end else begin
            if (tx_start && !tx_busy) begin
                tx_shift   <= {1'b1, tx_data, 1'b0};
                tx_busy    <= 1;
                tx_bit_idx <= 0;
                tx_cnt     <= 0;
            end else if (tx_busy) begin
                if (tx_cnt == BAUD_DIV-1) begin
                    tx_cnt    <= 0;
                    tx_serial <= tx_shift[0];
                    tx_shift  <= {1'b1, tx_shift[9:1]};  
                    tx_bit_idx <= tx_bit_idx + 1;
                    if (tx_bit_idx == 9) begin
                        tx_busy <= 0;  
                    end
                end else begin
                    tx_cnt <= tx_cnt + 1;
                end
            end
        end
    end
    logic [$clog2(BAUD_DIV)-1:0] rx_cnt;
    logic [3:0]                  rx_bit_idx;
    logic [7:0]                  rx_shift;
    logic                        rx_busy;
    always_ff @(posedge clk or posedge reset) begin
        if (reset) begin
            rx_cnt     <= 0;
            rx_bit_idx <= 0;
            rx_shift   <= 0;
            rx_busy    <= 0;
            rx_done    <= 0;
            rx_data    <= 0;
        end else begin
            rx_done <= 0;  
            if (!rx_busy) begin
                if (rx_serial == 0) begin
                    rx_busy    <= 1;
                    rx_cnt     <= BAUD_DIV/2;  
                    rx_bit_idx <= 0;
                end
            end else begin
                if (rx_cnt == BAUD_DIV-1) begin
                    rx_cnt <= 0;
                    rx_bit_idx <= rx_bit_idx + 1;
                    if (rx_bit_idx < 8) begin
                        rx_shift[rx_bit_idx] <= rx_serial;
                    end else if (rx_bit_idx == 8) begin
                        rx_data <= rx_shift;
                        rx_done <= 1;
                        rx_busy <= 0;
                    end
                end else begin
                    rx_cnt <= rx_cnt + 1;
                end
            end
        end
    end
endmodule
### flow/run.sh
#!/bin/bash
# OpenROAD 26Q1-2900-gdf79404cd8, Yosys 0.63+post, stock flow scripts
make -C /OpenROAD-flow-scripts/flow DESIGN_CONFIG=/design/flow/config.mk WORK_HOME=/design/flow/orfs finish
### flow/constraint.sdc
current_design uart_core

set clk_period 2.3
set clk_io_pct 0.2

create_clock -name clk0 -period $clk_period [get_ports {clk}]

set non_clock_inputs [all_inputs -no_clocks]
set_input_delay [expr $clk_period * $clk_io_pct] -clock clk0 $non_clock_inputs
set_output_delay [expr $clk_period * $clk_io_pct] -clock clk0 [all_outputs]
==> flow_summary.ini <==
; synthesis and place-and-route metrics
[critical_path]
cp-start-kind = register
cp_slowest_cell = dfrtp_1
r2r-start = rx_bit_idx[0]
critPathMaxStageDelay_ps = 550
worstPathCellList = inv_1, ha_1, xor2_1, nor4_1, mux2_2
arrival_ps = 2160
critical_path.startpoint = rx_bit_idx[0]
cp_max_fo = 10
required_ps = 2490
cp-end-kind = register
path_class = reg2reg

[detailed_routing]
drc = 0
wl_um = 5620
wl_per_cell_um = 12.66
viasPerCell = 5.025
drtAntennaViolNets = 0
vias = 2231
drt_pass1_iterations = 4
initialDrtViolationCount = 81
diodes = 0

[pwr]
pwr-share-comb_pct = 13.5
ir_drop_mv = 0.4391
p_per_area_nw_per_um2 = 620.5
report.power.total_w = 0.002149
p_int_w = 0.001592
switching_power_w = 0.0005570
swShare_pct = 25.92
pwr-share-clk_pct = 30.8
p_seq_share_pct = 55.7
p_leak_nw = 1.461

[synth]
ys_cells = 291
syn-cell-area_um2 = 2952
ys_async_sr_fraction_pct = 100.0
synth-main-ff-cell = dfrtp_1
numSynthFlops = 55
avgSynthCellArea_um2 = 10.14
edf_count = 0
top_area_cell = dfrtp_1
ys_seq_share_pct = 47.05
ys_chip_area_um2 = 2952
synth_cell_type_count = 55
synth_warnings = 1
top_cell_area_share_pct = 38.15
synth_cells = 291
synthTopCellsByArea = dfrtp_1, dfstp_2, ha_1

[layout]
syn_to_final_growth_pct = 17.34
drive_gt1_share_pct = 15.87
fin_area_um2 = 3463

[timing]
fin_setup_tns_ps = 0
post-route-period-util_pct = 85.40
max-slew-margin-rel_pct = 66.78
fin_crit_ps = 1964
hold_violations = 0
finClkSkew_ps = 6.520
worstMarginPinSlew_ps = 496.6
max_freq_mhz = 509.1
rsz0062_at_grt = no
finalMaxSlewViolations = 0
finalSetupViolCount = 0

[clock_tree]
numClockSinks = 55
post_cts_buffers = 0
htree_levels = 2
cts_tree = done
cts_hold_buf = 0
clkTransAtPathRegs_ps = 100
cts_root_buf = clkbuf_8
cts_buffers = 5
insertion_delay_ps = 300
cts_buffer_depth = 2
cts_resized = 0

[die]
core-area_um2 = 9371
fp_util_pct = 31.50
ios = 23
dieArea_um2 = 10240
rows = 35
die_width_um = 101.2
die_y_um = 101.2

[placed_design]
placed_area_um2 = 3346
dp_hpwl_um = 3950
portBuffers = 22
place_congestion = 0.8406

[grt]
grt_pass1_wl_um = 9873
grt_max_degree = 23
antenna_found_initial = 0
grt_overflow = 0
grt_pass1_vias = 2134
track_usage_pct = 12.02

[run]
warning_count = 32
max-cap-violations = 0

[min_path]
hold_class = in2async

[run_status]
status = finished clean
## cell usage after synthesis, drive strengths merged, types with 2 or more instances
cell type	number
nor3b	3
buf	8
or2	3
and3	4
and4b	3
nand4b	2
nand2	35
clkbuf	8
a21o	2
nor2b	12
nor4b	3
mux2	11
nand4	4
nand3	17
xor2	2
nand2b	3
ha	11
a22o	3
a21oi	10
nor2	7
mux2i	4
a31oi	12
inv	12
or3	3
o22ai	5
dfrtp	45
nor3	3
o31ai	2
a211oi	8
dfstp	10
o21ai	14
xnor2	4
## metrics by stage
stage	cells	util, %	setup slack [ps]	hold WS (ps)
floorplan	291	-	490.2	444.0
global placement	436	35.70	373.4	474.6
detailed placement	436	35.70	354.5	474.2
CTS	444	36.96	338.7	475.8
global route	444	36.96	211.4	492.9
finish	444	36.96	335.8	470.9
## cell families after synthesis
group | count (synthesis) | synth area share, %
flops | 55 | 47.05
fa+ha+maj | 11 | 4.663
xor+xnor | 6 | 1.780
compound gates | 70 | 15.98
mux | 15 | 5.680
buf+inv | 28 | 4.069
simple gates | 106 | 20.77
## per-layer routing
layer	up-vias	part of all wire, %	GRT usage (%)
li1	1106	-	-
met1	1088	52	18.51
met2	30	45	18.94
met3	7	2.8	1.961
met4	0	0.64	1.449
met5	-	0	0
## flip-flops by register name (all words and copies together), names as in the netlist
| signal | cells |
|---|---|
| tx_cnt | 9 |
| rx_done | 1 |
| tx_bit_idx | 4 |
| rx_shift | 8 |
| tx_serial | 1 |
| tx_busy | 1 |
| rx_data | 8 |
| tx_shift | 9 |
| rx_bit_idx | 4 |
| rx_busy | 1 |
| rx_cnt | 9 |
## area by class of cell
cell class	count	area, um^2
Inverter	12	45.04
Clock buffer	6	82.58
Tap cell	129	161.4
Timing Repair Buffer	32	307.8
Multi-Input combinational cell	208	1443
Fill cell	953	5908
Clock inverter	2	35.03
Sequential cell	55	1389
## worst max-delay path, delay by kind of cell (launching register included)
family | cells | cell delay (ps)
buf+inv | 1 | 130
flops | 1 | 550
fa+ha+maj | 1 | 280
xor+xnor | 1 | 230
mux | 1 | 360
simple gates | 1 | 290
## placed cells by master (no fill, tap or decap), types with 8 or more instances in the layout
cell             Yosys  layout
a211oi_1             8       8
inv_1               12      11
nand3_1             16      16
nor2b_1             12      12
a31oi_1             12      12
clkdlybuf4s50_1      0      22
buf_4                2       9
dfstp_2             10      10
dfrtp_1             45      45
nand2_1             35      35
o21ai_0             14      14
ha_1                11      11
mux2_2              10      10
a21oi_1              9       9
## worst paths after layout
path / slack [ps] / cells past startpoint / end
min reg2reg: 480 / 1 / rx_cnt[8]
min in group clk0: 480 / 1 / rx_cnt[8]
max in group asynchronous: 1250 / 3 / rx_shift[4]
max: 340 / 5 / rx_shift[4]
max reg2reg: 340 / 5 / rx_shift[4]
min: 470 / 2 / tx_bit_idx[1]
## power by group through the flow
| stage | combinational (W) | clock (W) | sequential (W) |
|---|---|---|---|
| 4_1_cts | 0.000294 | 0.000685 | 0.00120 |
| 6_report | 0.000291 | 0.000661 | 0.00120 |
| 5_1_grt | 0.000335 | 0.000725 | 0.00122 |
Power figures rest on the tool's default switching activity, not on a simulated workload.
